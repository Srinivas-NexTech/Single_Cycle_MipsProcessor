$ cat flow/run.sh
#!/bin/bash
# OpenROAD 26Q1-2900-gdf79404cd8, Yosys 0.63+post, stock flow scripts
make -C /OpenROAD-flow-scripts/flow DESIGN_CONFIG=/design/flow/config.mk WORK_HOME=/design/flow/orfs finish
$ cat flow/config.mk
export PLATFORM = sky130hd
export DESIGN_NAME = mips_datapath
export DESIGN_NICKNAME = mips_datapath
export VERILOG_FILES = /design/flow/design.v
export SDC_FILE = /design/flow/constraint.sdc
export NUM_CORES = 4
export LEC_CHECK = 1
export CORE_AREA = 10 10 114 114
export DIE_AREA = 0 0 124 124
export SYNTH_MEMORY_MAX_BITS = 65536
$ cat flow/constraint.sdc
current_design mips_datapath

set clk_period 3.7
set clk_io_pct 0.2

create_clock -name clk0 -period $clk_period [get_ports {clk}]

set non_clock_inputs [all_inputs -no_clocks]
set_input_delay [expr $clk_period * $clk_io_pct] -clock clk0 $non_clock_inputs
set_output_delay [expr $clk_period * $clk_io_pct] -clock clk0 [all_outputs]
$ cat flow/design.v
  module mips_datapath(input clk,
    input rst,
    input RegDst,
    input AluSrc,
    input MemtoReg,
    input RegWrite,
    input MemRead,
    input MemWrite,
    input Branch,
    input Jump,
    input [2:0] ALUControl,
    output [31:0] pc,
    output [31:0] instr,
    output [31:0] alu_result,
    output [31:0] read_data1,
    output [31:0] read_data2,
    output [31:0] mem_read_data,
    output [31:0] final_write_data
     );
    wire [31:0] next_pc;
    wire [31:0] pc_plus4, branch_addr, jump_mux_out, branch_mux_out;
    wire [4:0] write_reg;
    wire [31:0] alu_src_b;
    wire [31:0] sign_ext_imm;
    wire [31:0] shifted_imm;
    wire [31:0] branch_target;
    wire pcsrc;
 PC pc_inst(clk, rst, next_pc, pc);
    IM im_inst(clk, pc, instr);
    pc_adder pcadd_inst(pc, pc_plus4);
    mux regdst_mux(instr[20:16], instr[15:11], RegDst, write_reg);
    Register_file rf(clk, instr[25:21], instr[20:16], write_reg, final_write_data, RegWrite, read_data1, read_data2);
    Mux_1 alusrc_mux(instr[15:0], read_data2, AluSrc, alu_src_b);
    ALU alu_inst(read_data1, alu_src_b, ALUControl, alu_result);
    DM dm(clk, alu_result, MemRead, MemWrite, read_data2, mem_read_data);
    Mux memtoreg_mux(mem_read_data, alu_result, MemtoReg, final_write_data);
    adder branch_adder(instr[15:0], pc_plus4, branch_target);
    assign pcsrc = Branch & (alu_result == 0);
    Mux_2 branch_mux(pc_plus4, branch_target, pcsrc, branch_mux_out);
    Mux_3 jump_mux(instr[25:0], pc_plus4, branch_mux_out, Jump, next_pc);   
endmodule
module PC(clk,rst,next_pc,pc);
   input clk, rst;
   input[31:0]next_pc;
   output reg[31:0]pc;
always@(posedge clk)
  begin
if(rst)
   pc<=32'b0;
else
   pc<=next_pc;
  end
endmodule
module IM(clk,pc,ins);
   input clk;
   input[31:0]pc;
   output reg[31:0]ins;
   reg[7:0]mem[0:255];
   wire[7:0] addr=pc[7:0]; 
always@(posedge clk)
begin
ins<={mem[addr],mem[addr+1],mem[addr+2],mem[addr+3]};
   end
endmodule
module mux(a,b,RegDst,mux_out);
   input[4:0]a,b;
   input RegDst;
   output reg[4:0]mux_out;
always@(*)begin
  if(RegDst)
      mux_out=b;
 else 
     mux_out=a;
 end
endmodule
module Register_file(clk,Read_reg1,Read_reg2,Write_reg,Write_data, RegWrite,Read_data1,Read_data2);
       input clk;
       input[4:0]Read_reg1,Read_reg2,Write_reg;
       input[31:0] Write_data;
       input RegWrite;
       output reg[31:0]Read_data1,Read_data2;
       reg[31:0]regfile[0:31];
    always@(*)begin
         Read_data1=regfile[Read_reg1];
         Read_data2=regfile[Read_reg2];
      end
  always@(posedge clk) begin
     if(RegWrite&&Write_reg!=0)           
        regfile[Write_reg]<=Write_data;
    end
endmodule
module Mux_1(in,Read_data1,Alusrc,out);
  input[15:0]in;
  input[31:0]Read_data1;
  input Alusrc;
  output reg[31:0]out;
 wire[31:0]sign_extension;
assign sign_extension={{16{in[15]}},in[15:0]};
always@(*)begin
   if(Alusrc)
      out=sign_extension;
   else
      out=Read_data1;
  end
endmodule
module ALU(a,b,Alucontrol,Alu_out);
input[31:0]a,b;
input[2:0]Alucontrol;
output reg[31:0]Alu_out;
always@(*)begin
  if(Alucontrol==3'b000)         
    Alu_out=a+b;
  else if(Alucontrol==3'b001)   
      Alu_out=a-b;
  else if(Alucontrol==3'b010)   
       Alu_out=a&b;
  else if(Alucontrol==3'b011)    
       Alu_out=a|b;
  else if(Alucontrol==3'b100)   
       Alu_out=a^b;
  else if(Alucontrol==3'b101)   
       Alu_out=~(a|b);       
  else if(Alucontrol==3'b110) begin     
     if(a<b)
         Alu_out=32'b1;
   else
        Alu_out=32'b0;
      end
   end
endmodule
module DM(clk,Alu_out,Mem_Read,Mem_Write,Write_data,Read_data);
       input clk;
       input[31:0]Alu_out;
       input Mem_Read,Mem_Write;
       input[31:0]Write_data;
       output reg [31:0]Read_data;
     reg[7:0]mem[0:255];
     wire[7:0]addr=Alu_out[7:0];
 always@(*)begin
  if(Mem_Read)
     Read_data={mem[addr],mem[addr+1],mem[addr+2],mem[addr+3]};
  else
     Read_data=  32'b0;
  end
 always@(posedge clk)begin
   if(Mem_Write)begin
     mem[addr]<=Write_data[31:24];
     mem[addr+1]<=Write_data[23:16];
     mem[addr+2]<=Write_data[15:8];
     mem[addr+3]<=Write_data[7:0];
    end 
  end   
endmodule
module Mux(Read_data,Alu_out,Mem_Reg,Mux_out);
   input[31:0]Read_data;
   input[31:0]Alu_out;
   input Mem_Reg;
   output reg[31:0]Mux_out;
always@(*)begin
  if(Mem_Reg)
     Mux_out=Read_data;
  else
     Mux_out=Alu_out;
   end
endmodule
module adder(x,y,out);
    input[31:0]x;
    input[31:0]y;
    output reg[31:0]out;
always@(*)begin
   out=y+(x<<2); 
  end
endmodule
module pc_adder(pc,next_pc);
  input[31:0]pc;
  output reg [31:0]next_pc;
  always@(*)
   next_pc=pc+4;
endmodule
module Mux_2(next_pc,out,pcsrc,y);
   input[31:0]next_pc,out;
   input pcsrc;
   output reg[31:0]y;
always@(*)
 begin
  if(pcsrc)
     y=out;
  else
    y=next_pc;
 end
endmodule
module Mux_3(ins,next_pc,y,jump,jump_out);
  input[25:0]ins;
  input[31:0]next_pc,y;
  input jump;
  output reg[31:0]jump_out;
   wire[31:0]jump_adrress;
   assign jump_adrress={{next_pc[31:28]},{ins[25:0]},2'b00};
  always@(*)
   begin
    if(jump)
     jump_out=jump_adrress;
   else
     jump_out=y;
   end
endmodule
==> flow_summary.json <==
{
  "io_pins": 237,
  "hold_violations": 0,
  "fill_cells": 1104,
  "dpl.hpwl_mm": 5.092,
  "insertion_delay_ns": 0.28,
  "syn2layout_area_growth_pct": -6.309,
  "intPower_w": 0.0004841,
  "die_area_sq_mm": 0.01538,
  "firstDrtPassIters": 4,
  "cpMaxStageDelayCell": "or4_4",
  "cts_buffers": 5,
  "post_cts_buffers": 0,
  "cts-hold-fix-buffers": 0,
  "drt-total-wl_mm": 5.998,
  "grt_max_degree": 31,
  "p_switching_w": 0.0001470,
  "fin_skew_ns": 0.003998,
  "drive_above_1_share_pct": 2.887,
  "largest_register": "pc_inst.pc",
  "startpoint_type": "flip-flop",
  "htreeDepth": 2,
  "critPathKind": "flip-flop to flip-flop",
  "ys_seq_elements": 30,
  "vias": 1719,
  "clkPwrFrac_pct": 42.8,
  "drt-met1-wl_mm": 2.355,
  "crit_path_max_fanout": 14,
  "drtAntennaViolNets": 0,
  "critPathMaxStageDelay_ns": 0.54,
  "drt_iter0_drc": 133,
  "portBuffers": 31,
  "r2r_setup_slack_ns": 1.50,
  "slew_violations": 0,
  "synthDistinctLibCells": 25,
  "hold-worst-slack_ns": 0.4904,
  "cts.sinks": 30,
  "cap_violations": 0,
  "cts_tree": "done",
  "max_freq_mhz": 454.1,
  "fp_util_pct": 26.85,
  "grt_usage_pct": 6.693,
  "drc": 0,
  "synth.yosys.seq_area_share_pct": 21.48,
  "antenna_cells": 0,
  "root_buffer": "clkbuf_8",
  "syn_area_per_cell_sq_um": 8.036,
  "power_leakage_nw": 1.179,
  "clk_pin_slew_ns": 0.07,
  "period_used_pct": 59.52,
  "sw_frac_of_total_pct": 23.29,
  "power_per_cell_area_mw_per_mm2": 240.9,
  "core.rowCount": 37,
  "setup_viol": 0,
  "hp-class": "flip-flop to flip-flop",
  "netlist_instances": 348,
  "cts_resized": 0,
  "worstPathRequired_ns": 3.91,
  "crit_chain": "ha_1, nand3_1, or4_4, or4_1, a21oi_1",
  "detail_route.wl_per_cell_um": 11.60,
  "die.size.y_um": 124,
  "synth_warnings": 13,
  "end_kind": "flip-flop",
  "die_x_um": 124,
  "fp.coreArea_sq_mm": 0.01042,
  "gr-total-overflow": 0,
  "peakVddDrop_uv": 127.3,
  "dr_wl_met3_um": 796,
  "tns_ns": 0,
  "cts_buffer_depth": 2,
  "grt_pass1_wl_mm": 8.597,
  "top_layer": "met4",
  "warnings": 36,
  "grt_pass1_vias": 1775,
  "wl_met2_mm": 2.815,
  "largest_reg_flops": 30,
  "fin_crit_ns": 2.202,
  "ys_cells": 348,
  "critical_path_arrival_ns": 2.41,
  "gp_congestion": 0.7582,
  "p_seq_share_pct": 52.4,
  "rsz0062_at_grt": "no",
  "antenna_found_initial": 0,
  "reg_top3": "pc_inst.pc: 30 flops",
  "run_status": "finished clean",
  "syn_area_sq_mm": 0.002796,
  "vias_per_cell": 3.325,
  "comb_power_share_pct": 4.8,
  "ys_chip_area_sq_mm": 0.002796
}
-- cell families after synthesis --
group | after synthesis | synth area share (%)
adder cells (fa/ha/maj) | 1 | 0.4474
buffers and inverters | 202 | 53.20
XOR/XNOR | 12 | 3.758
AND-OR/OR-AND | 31 | 5.996
other | 1 | 0.1341
AND/OR/NAND/NOR | 71 | 14.99
flip-flops | 30 | 21.48
-- routing by layer --
layer	vias up	track usage [%]
li1	830	-
met4	0	0.5036
met2	121	11.29
met5	-	0
met1	762	7.463
met3	6	3.949
-- cells in the final DEF, fill, tap and decap left out, types with 8 or more instances in the layout --
cell and instances:
nand2_1 8, dfxtp_1 30, nand3_1 10, clkdlybuf4s50_1 31, a21oi_1 16, conb_1 194, or3_1 11, nand4_1 9
nor2_1 13, o21ai_0 10
-- worst max-delay path: cells and delay by family, from the launching register on --
kind                     cells  cell delay (ns)
flip-flops                   1             0.43
AND-OR/OR-AND                1             0.14
adder cells (fa/ha/maj)      1             0.31
AND/OR/NAND/NOR              3             1.24
-- power groups by stage --
stage | Combinational [W] | Sequential (W) | Clock (W)
after CTS | 0.0000369 | 0.000331 | 0.000277
after global routing | 0.0000446 | 0.000331 | 0.000298
final | 0.0000304 | 0.000331 | 0.000270
-- cell type report --
class	count	area (sq um)	area share (%)
inverter	2	7.507	0.2865
timing repair buffer	32	317.8	12.13
sequential	30	600.6	22.92
multi-input combinational	309	1433	54.68
clock buffer	7	86.33	3.295
tap	136	170.2	6.495
clock inverter	1	5.005	0.1910
-- synthesized netlist by cell type, drive strengths merged --
cell type	count	area, sq um
or3	11	68.82
and4	5	43.79
and3	2	12.51
conb	1	3.750
nor2	13	48.80
xnor2	7	61.31
nor4	1	6.260
or4	7	60.06
ha	1	12.51
clkbuf	5	18.77
nand2	8	30.03
nor3	3	15.01
a21oi	16	80.08
xor2	5	43.79
nor2b	1	6.260
buf	195	1461
inv	2	7.510
nand3	10	50.05
o21ai	10	50.05
nand4	10	77.57
dfxtp	30	600.6
o31ai	5	37.54
-- final timing paths --
path | to | from | cells after the start
max reg2reg | pc_inst.pc[26] | pc_inst.pc[2] | 5
min | pc_inst.pc[31] | pc_inst.pc[31] | 2
min reg2reg | pc_inst.pc[31] | pc_inst.pc[31] | 2
max | pc_inst.pc[26] | pc_inst.pc[2] | 5
-- stage by stage --
| step | instance area, sq um | power, W | setup slack [ns] | utilization [%] | instances |
|---|---|---|---|---|---|
| finish | 2620 | 0.0006310 | 1.498 | 25.15 | 517 |
| global route | 2620 | 0.0006740 | 1.330 | 25.15 | 517 |
| CTS | 2620 | 0.0006450 | 1.506 | 25.15 | 517 |
| detailed placement | 2529 | 0.0003741 | 1.523 | 24.28 | 509 |
| global placement | 2529 | 0.0003772 | 1.536 | 24.28 | 509 |
| floorplan | 3521 | 0.0004894 | 1.825 | - | 541 |
Power figures rest on the tool's default switching activity, not on a simulated workload.
