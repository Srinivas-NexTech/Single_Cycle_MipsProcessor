**./run.sh**
```bash
#!/bin/bash
# OpenROAD 26Q1-2900-gdf79404cd8, Yosys 0.63+post, stock flow scripts
make -C /OpenROAD-flow-scripts/flow DESIGN_CONFIG=/design/flow/config.mk WORK_HOME=/design/flow/orfs finish
```
**./config.mk**
```make
export PLATFORM = sky130hd
export DESIGN_NAME = mips_controlpath
export DESIGN_NICKNAME = mips_controlpath
export VERILOG_FILES = /design/flow/design.v
export SDC_FILE = /design/flow/constraint.sdc
export NUM_CORES = 4
export LEC_CHECK = 1
export CORE_AREA = 10 10 70 70
export DIE_AREA = 0 0 80 80
```
**./constraint.sdc**
```tcl
current_design mips_controlpath

set clk_period 2.3
set clk_io_pct 0.2

create_clock -name clk0 -period $clk_period

set non_clock_inputs [all_inputs -no_clocks]
set_input_delay [expr $clk_period * $clk_io_pct] -clock clk0 $non_clock_inputs
set_output_delay [expr $clk_period * $clk_io_pct] -clock clk0 [all_outputs]
```
**./design.v**
```verilog
module mips_controlpath(opcode,funct,Regwrite,Regdst,Alusrc,MemWrite,MemRead,MemReg,branch,jump,Alucontrol
    );
    input[5:0]opcode,funct;
    output Regwrite,Regdst,Alusrc,MemWrite,MemRead,MemReg,branch,jump;
    output [2:0]Alucontrol;
    wire [1:0]Aluop;
   main_decoder uut(opcode,Regwrite,Regdst,Alusrc,MemWrite,MemRead,MemReg,branch,jump,Aluop);
   Alu_decoder uut1(Aluop,funct,Alucontrol);
endmodule
module main_decoder(input [5:0]opcode,
                    output reg Regwrite,Regdst,Alusrc,MemWrite,MemRead,MemReg,jump,branch,
                    output reg[1:0]Aluop);
                     always@(*)begin
                    Regdst=0;
                    Regwrite=0;
                    Alusrc=0;
                    MemWrite=0;
                    MemRead=0;
                    MemReg=0;
                    jump=0;
                   branch=0;
                   Aluop=2'b00;
       case(opcode)
       6'b000000:begin
                    Regdst=1;
                    Regwrite=1;
                    Alusrc=0;
                    MemWrite=0;
                    MemRead=0;
                    MemReg=0;
                    jump=0;
                   branch=0;
                   Aluop=2'b10;
                 end
     6'b100011: begin  
                 Regdst=0;
                 Regwrite=1;
                 Alusrc=1;
                 MemWrite=0;
                 MemRead=1;
                 MemReg=1;
                 jump=0;
                 branch=0;
                 Aluop=2'b00;
               end
      6'b101011: begin  
                 Regdst=0;
                 Regwrite=0;
                 Alusrc=1;
                 MemWrite=1;
                 MemRead=0;
                 MemReg=0;
                 jump=0;
                 branch=0;
                 Aluop=2'b00;
               end
       6'b000100: begin  
                 Regdst=0;
                 Regwrite=0;
                 Alusrc=1;
                 MemWrite=0;
                 MemRead=0;
                 MemReg=0;
                 jump=0;
                 branch=1;
                 Aluop=2'b01;
               end
         6'b000010: begin  
                 Regdst=0;
                 Regwrite=0;
                 Alusrc=0;
                 MemWrite=0;
                 MemRead=0;      
                 MemReg=0;
                 jump=1;
                 branch=0;
               end
       default: begin
                   Regdst=0; Regwrite=0; Alusrc=0;
                   MemWrite=0; MemRead=0; MemReg=0;
                   jump=0; branch=0; Aluop=2'b00;
                 end
       endcase
    end
 endmodule
 module Alu_decoder(input [1:0]Aluop,
                    input[5:0]funct,
                    output reg [2:0]Alucontrol
                    );
                  always@(*)begin
                       if(Aluop==2'b00)
                            Alucontrol=3'b000;
                       else if(Aluop==2'b01)
                            Alucontrol=3'b010;
                       else if(Aluop==2'b10)begin   
                         case(funct)
                              6'b100000:Alucontrol=3'b000; 
                              6'b100010:Alucontrol=3'b001; 
                              6'b100100:Alucontrol=3'b010; 
                              6'b100101:Alucontrol=3'b011; 
                              6'b100110:Alucontrol=3'b100; 
                              6'b100111:Alucontrol=3'b101; 
                              6'b101010:Alucontrol=3'b110; 
                          default: Alucontrol = 3'b000;  
                       endcase
                 end 
              end        
    endmodule
```
==> metrics.log <==
[flow] collecting metrics
INFO  metric synth_stat.cells = 35
INFO  metric combGateArea = 262 µm²
INFO  metric holdBufCountCts = 0
INFO  metric min_path_cells = 3
INFO  metric top_cell_area_share = 17.0%
INFO  metric worst-endpoint-required = 1840 ps
INFO  metric unclocked_regs = 3
INFO  metric placeableCoreArea = 3420 µm²
INFO  metric place.detailed.hpwl = 877 µm
INFO  metric p_per_area = 103 nW/µm²
INFO  metric globalRouteOverflowTotal = 0
INFO  metric place_area = 601 µm²
INFO  metric sequential_cell_area = 45.0 µm²
INFO  metric die_h = 80 µm
INFO  metric ys_chip_area = 265 µm²
INFO  metric power_leakage = 0.249 nW
INFO  metric ys_sh_xor = 0%
INFO  metric netlist_instances = 35
INFO  metric synthesis.yosys.warnings = 2
INFO  metric post_synth.cell_area_avg = 7.58 µm²
INFO  metric seq_power_share = 3.2%
INFO  metric crit_type = in -> out
INFO  metric io_pins = 23
INFO  metric largest_register_ff_count = 3
INFO  metric area_fraction_in_and_or_nand_and_nor_cells_after_synthesis = 65.1%
INFO  metric maxSlewViolCount = 0
INFO  metric layout-area-overhead-vs-synth = 142%
INFO  metric cell_internal_pwr = 0.0000369 W
INFO  metric utilization = 18.8%
INFO  metric drt_pass1_iterations = 2
INFO  metric hold_end = branch
INFO  metric postSynthRegisterBits = 3
INFO  metric synth.cell_area = 265 µm²
INFO  metric report.final.hold_viol_count = 0
INFO  metric synthAdderAreaFrac = 0%
INFO  metric distinct_lib_cells = 24
INFO  metric number_of_max_cap_violations = 0
INFO  metric grt_use_total = 3.15%
INFO  metric startpoint_type = primary input
INFO  metric clock_power_share = 0%
INFO  metric final.fill_count = 385
INFO  metric worstPathArrival = 2060 ps
INFO  metric synthTopCellsByArea = sky130_fd_sc_hd__dlxtn_1 (17%), sky130_fd_sc_hd__nor4_2 (9.4%), sky130_fd_sc_hd__nor2_1 (7.1%), sky130_fd_sc_hd__nor3b_1 (5.7%), sky130_fd_sc_hd__nor4b_2 (5.7%)
INFO  metric fin_ws = -221 ps
INFO  metric route.final.wire_length = 1.05 mm
INFO  metric run_status = finished, violations left
INFO  metric post_synth_main_logic_family = simple AND/OR/NAND/NOR gates
INFO  metric fin_area = 641 µm²
INFO  metric vdd_ir_drop_max = 43.4 µV
INFO  metric finalCritPeriodShare = 110%
INFO  metric post_drt_via_cell_ratio = 3.27
INFO  metric fp.dieArea = 6400 µm²
INFO  metric worst_hold_startpoint = opcode[2]
INFO  metric crit_fanout = 3
INFO  metric diodes = 0
INFO  metric std_cell_rows = 21
INFO  metric total_of_buffers_placed_on_input_and_output_ports = 23
INFO  metric post_synth_ao_oa_area_fraction = 8.02%
INFO  metric final-setup-viol-count = 2
INFO  metric finalCriticalPeriod = 2520 ps
INFO  metric switchingPower = 0.0000289 W
INFO  metric most-common-layout-cells = sky130_fd_sc_hd__buf_4 (9), sky130_fd_sc_hd__clkdlybuf4s50_1 (9), sky130_fd_sc_hd__dlygate4sd2_1 (7)
INFO  metric antenna_left = 0
INFO  metric maximum_number_of_pins_on_one_net_before_global_route_repair = 10
INFO  metric worstHoldPathType = in -> out
INFO  metric vias_in_the_first_global_route = 379
INFO  metric openroad.warnings = 34
INFO  metric violations = negative setup slack
INFO  metric fmax = 397 MHz
INFO  metric routed-via-count = 373
INFO  metric accumulated_negative_setup_slack = -225 ps
INFO  metric post-synth-top-area-cell = sky130_fd_sc_hd__dlxtn_1
INFO  metric unconstrained_endpoints = 3
INFO  metric die_w = 80 µm
INFO  metric globalplace.congestion = 0.775
INFO  metric avgRoutedWirePerCell = 9.19 µm
INFO  metric drt_drc_violations_left = 0
INFO  metric synth.mux.area_fraction = 3.77%
INFO  metric antenna_violations_before_repair = 0
INFO  metric rsz0062_at_grt = true
INFO  metric netSwitchingFraction = 43.9%
INFO  metric dr.first_iter.drc_count = 11
INFO  metric layout_cells_sized_above_1 = 44.1%
INFO  metric global_route_wire_length_before_repair = 1.75 mm
INFO  metric share_comb_of_total_power = 96.8%
INFO  metric endpoint_kind = output pin
INFO  metric initCoreUtil = 7.77%
cell usage after synthesis (all sizes together):
library cell	instances
nor2	6
dlxtn	3
nand2	3
nor3b	3
nor4	3
buf	2
or2	2
a211oi	1
a21oi	1
a311oi	1
and2	1
and3	1
conb	1
mux2i	1
nand2b	1
nand3	1
nand4	1
nand4b	1
nor2b	1
nor4b	1
metal layers:
| layer | share of wire, % | vias up | global-route usage (%) |
|---|---|---|---|
| met1 | 51 | 163 | 4.70 |
| met3 | 16 | 0 | 1.48 |
| met4 | 0 | 0 | 0 |
| li1 | - | 191 | - |
| met5 | 0 | - | 0 |
| met2 | 33 | 19 | 4.17 |
power by group through the flow:
stage / sequential [W] / combinational (W) / clock (W)
4_1_cts: 0.00000209 / 0.0000618 / 0
5_1_grt: 0.00000212 / 0.0000694 / 0
6_report: 0.00000208 / 0.0000637 / 0
per-stage QoR:
stage	setup slack (ps)	std cells	hold WS (ps)	total power, W
finish	-221	114	1550	0.0000658
global route	-314	114	1570	0.0000715
CTS	-362	113	1600	0.0000638
detailed placement	-691	111	1930	0.0000607
global placement	-720	111	1940	0.0000602
floorplan	529	37	931	0.0000194
critical path, stage by stage:
cell	delay, ps
sky130_fd_sc_hd__buf_2	120
sky130_fd_sc_hd__buf_6	120
sky130_fd_sc_hd__nor2_4	120
sky130_fd_sc_hd__buf_4	110
sky130_fd_sc_hd__nand4_1	150
sky130_fd_sc_hd__a211oi_2	190
sky130_fd_sc_hd__dlxtn_1	350
sky130_fd_sc_hd__clkdlybuf4s50_1	450
what timing repair did:
item / 4_1_cts / 5_1_grt
resized: 43 / 7
pin swaps: 9 / 3
hold endpoints to repair: 0 / 0
buffers inserted: 3 / 1
setup endpoints to repair: 11 / 3
area by class of cell:
type                       count  share of cell area (%)
tap                           46                    8.98
multi-input combinational     32                    40.8
sequential                     3                    7.03
timing repair buffer          33                    43.2
logic make-up after synthesis:
kind of cell	Yosys count
and+or+nand+nor	25
AOI/OAI and AO/OA	3
latches	3
buffers and inverters	2
muxes	1
other	1
how the worst max path moves through the flow:
stage	from	endpoint	slack [ps]
CTS	opcode[2]	Alucontrol[0]	-360
global route	opcode[4]	Alucontrol[0]	-310
finish	opcode[5]	Alucontrol[0]	-220
Power figures rest on the tool's default switching activity, not on a simulated workload.
